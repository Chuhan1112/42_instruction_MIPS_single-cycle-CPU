==> ./design.v <==
module IFID(clk, rst, IFflush, install, instri1, PC4i1, instro1, PC4o1);
  input [31:0] instri1, PC4i1;
  input clk,rst, IFflush;
  input [1:0] install;
  output [31:0] instro1, PC4o1;
  reg  [31:0] instro1, PC4o1;
  always @(posedge clk or posedge rst) begin 
  if ( rst || IFflush ) begin
    instro1<=0; PC4o1<=0; 
  end 
  else begin 
  if(install!=0) begin
    instro1<=instro1; PC4o1<=PC4o1+4;
  end
  else begin
    instro1<=instri1; PC4o1<=PC4i1+4; 
  end
  end
  end
endmodule
module IDEX(clk, rst, instal, PC4i2, RD1i2, RD2i2, IMMi2, ALUSrci2, ALUOpi2, 
            NPCOpi2, BSeli2, MSeli2, DMWri2, WDSeli2, RFWri2, RDsti2, MDIVi2, MRi2,
            PC4o2, RD1o2, RD2o2, IMMo2, ALUSrco2, ALUOpo2, NPCOpo2, BSelo2, MSelo2,
            DMWro2, WDSelo2, RFWro2, RDsto2, MDIVo2, MRo2);
  input [31:0] RD1i2, RD2i2, IMMi2, PC4i2;
  input [4:0] RDsti2, ALUOpi2;
  input [2:0] MSeli2;
  input [1:0] NPCOpi2, WDSeli2, BSeli2, instal;
  input RFWri2, DMWri2,  MDIVi2, MRi2, ALUSrci2;
  input clk, rst;
  output [31:0] RD1o2, RD2o2, IMMo2, PC4o2;
  output [4:0] RDsto2, ALUOpo2;
  output [2:0] MSelo2;
  output [1:0] NPCOpo2, WDSelo2, BSelo2;
  output RFWro2, DMWro2, MDIVo2, MRo2, ALUSrco2;
  reg [31:0] RD1o2, RD2o2, IMMo2, PC4o2;
  reg [4:0] RDsto2, ALUOpo2;
  reg [2:0] MSelo2;
  reg [1:0] NPCOpo2, WDSelo2, BSelo2;
  reg RFWro2, DMWro2, MDIVo2, MRo2, ALUSrco2;
  always @(posedge clk or posedge rst) begin 
      if ( rst || (instal!=0)) begin
        RD1o2<=0; RD2o2<=0; 
        IMMo2<=0; PC4o2<=0; 
        ALUOpo2<=0; RDsto2<=0;
        MSelo2<=0; 
        NPCOpo2<=0; 
        WDSelo2<=0; BSelo2<=0; MRo2<=0;
        RFWro2<=0; DMWro2<=0; MDIVo2<=0;
        ALUSrco2<=0;
   end else begin
        RD1o2<=RD1i2; RD2o2<=RD2i2;
        IMMo2<=IMMi2; PC4o2<=PC4i2; 
        ALUOpo2<=ALUOpi2; RDsto2<=RDsti2;
        MSelo2<=MSeli2; 
        NPCOpo2<=NPCOpi2;
        WDSelo2<=WDSeli2; BSelo2<=BSeli2; MRo2<=MRi2;
        RFWro2<= RFWri2; DMWro2<=DMWri2; MDIVo2<=MDIVi2;
        ALUSrco2<=ALUSrci2;
   end
   end
endmodule
module EXMEM(clk, rst, PC4i3, ALUReslti3, RD2i3, BSeli3, MSeli3,
            DMWri3, WDSeli3, RFWri3, RDsti3, MDIVi3, MRi3,
            PC4o3, ALUReslto3, RD2o3, BSelo3, MSelo3,
            DMWro3, WDSelo3, RFWro3, RDsto3, MDIVo3, MRo3);
  input [63:0] ALUReslti3;
  input [31:0] PC4i3, RD2i3;
  input [4:0] RDsti3;
  input [2:0] MSeli3;
  input [1:0] BSeli3, WDSeli3;
  input RFWri3, DMWri3, MDIVi3, MRi3;
  input clk,rst;
  output [63:0] ALUReslto3;
  output [31:0] PC4o3, RD2o3;
  output [4:0] RDsto3;
  output [2:0] MSelo3;
  output [1:0] BSelo3,  WDSelo3;
  output RFWro3, DMWro3, MDIVo3, MRo3;
  reg [63:0] ALUReslto3;
  reg [31:0] PC4o3, RD2o3;
  reg [4:0] RDsto3;
  reg [2:0] MSelo3;
  reg [1:0] BSelo3,  WDSelo3;
  reg RFWro3, DMWro3, MDIVo3, MRo3;
  always @(posedge clk or posedge rst) begin 
      if ( rst ) begin
      ALUReslto3<=0; PC4o3<=0; 
      RDsto3<=0; ALUReslto3<=0; MRo3<=0;
      MSelo3<=0; WDSelo3<=0;
      BSelo3<=0; RFWro3<=0; DMWro3<=0; MDIVo3<=0;RD2o3<=0;
   end else begin
      ALUReslto3<=ALUReslti3;  PC4o3<=PC4i3; MRo3<=MRi3;
      RDsto3<=RDsti3; ALUReslto3<=ALUReslti3; 
      MSelo3<=MSeli3; WDSelo3<=WDSeli3;RD2o3<=RD2i3;
      BSelo3<=BSeli3; RFWro3<=RFWri3; DMWro3<=DMWri3; MDIVo3<=MDIVi3;
   end
   end
endmodule
module MEMWB(clk, rst, PC4i4, MemReslti4, ALUReslti4, WDSeli4, RFWri4, RDsti4, MDIVi4, MRi4,
           PC4o4, MemReslto4, ALUReslto4, WDSelo4, RFWro4, RDsto4, MDIVo4, MRo4);
  input [63:0] ALUReslti4;
  input [31:0] MemReslti4, PC4i4;
  input [4:0] RDsti4;
  input [1:0] WDSeli4;
  input RFWri4, MDIVi4, MRi4;
  input clk,rst;
  output [63:0] ALUReslto4;
  output [31:0] MemReslto4, PC4o4;
  output [4:0] RDsto4;
  output [1:0] WDSelo4;
  output RFWro4, MDIVo4, MRo4;
  reg [63:0] ALUReslto4;
  reg [31:0] MemReslto4, PC4o4;
  reg [4:0] RDsto4;
  reg [1:0] WDSelo4;
  reg RFWro4, MDIVo4, MRo4;
  always @(posedge clk or posedge rst) begin 
      if ( rst ) begin
      RDsto4<=0; MemReslto4<=0; PC4o4<=0; MRo4<=0;
      ALUReslto4<=0; WDSelo4<=0; RFWro4<=0; MDIVo4<=0;
   end else begin
      RDsto4<=RDsti4; MDIVo4<=MDIVi4; MemReslto4<=MemReslti4; PC4o4<=PC4i4;
      ALUReslto4<=ALUReslti4; WDSelo4<=WDSeli4; RFWro4<=RFWri4; 
      MRo4<=MRi4;
         end
   end
endmodule
==> ./run.sh <==
#!/bin/bash
# OpenROAD 26Q1-2900-gdf79404cd8, Yosys 0.63+post, stock flow scripts
make -C /OpenROAD-flow-scripts/flow DESIGN_CONFIG=/design/flow/config.mk WORK_HOME=/design/flow/orfs finish
==> ./config.mk <==
export PLATFORM = sky130hd
export DESIGN_NAME = EXMEM
export DESIGN_NICKNAME = EXMEM
export VERILOG_FILES = /design/flow/design.v
export SDC_FILE = /design/flow/constraint.sdc
export NUM_CORES = 4
export LEC_CHECK = 1
export CORE_AREA = 10 10 187 187
export DIE_AREA = 0 0 197 197
==> ./constraint.sdc <==
current_design EXMEM

set clk_period 1.0
set clk_io_pct 0.2

create_clock -name clk0 -period $clk_period [get_ports {clk}]

set non_clock_inputs [all_inputs -no_clocks]
set_input_delay [expr $clk_period * $clk_io_pct] -clock clk0 $non_clock_inputs
set_output_delay [expr $clk_period * $clk_io_pct] -clock clk0 [all_outputs]
==> Changelog: implementation <==
## Implementation

- First-pass DRT Iterations: 3
- Wire per inst: around 15 um
- DP Wirelength: 10900 um
- CTS tree: yes
- Registers, synthesis: 144
- Initial DRC Count: 22
- Setup crit start kind: flip-flop
- Die area: between 30000 and 40000 um2
- Ant. Diodes: 0
- DRT Wirelength: around 13000 um
- Clk buf depth: 2
- Initial antenna violation count: 0
- Final Setup Violations: ~140
- Ys Warns: 1
- Die height: 197 um
- Root Buffer: clkbuf_16
- CP max stage delay: between 0.3 and 0.4 ns
- Layout cell share with drive strength beyond 1: 0.402
- Vias in the first global route: 2871
- Peak VDD IR: 1.09 mV
- Site Rows: 64
- Post-CTS Hold Fix Bufs: 0
- Seq share, synth: 0.999
- Fp util: 0.117
- Pin count of the biggest net entering global routing: 20
- Req. time, crit path: 0.80 ns
- Area delta synth->final: 98.4%
- Switching part of the total: 0.198
- RSZ-0062 raised after global routing: yes
- Die width: a little under 200 um
- Htree depth: 4
- Hold Vio Cnt, Final: 0
- Max Fclk: around 890 MHz
- Int Power: 11.2 mW
- CP cell instances: buf_6
- Synth Cell Area: 3610 um2
- First-pass GRT wire length: 19500 um
- Slowest CP cell: dfrtp_1
- Sequential Power Share: 0.441
- Outcome: finished, violations left
- Cycle use final: 1.12
- GRT Total Usage: 0.0680
- Combinational Area: 0 um2
- IO buf count: 289
- Relative slew slack: 0.871
- Combinational power share: 0.076
- Crit Path Max Fanout: 1
- DRC Markers: 0
- Worst-case hold slack: 0.174 ns
- Gp weighted congestion: roughly 0.8
- Final Slew Violations: 0
- Placed insts: 851
- Cells after synthesis: roughly 150
- Kind of critical path: flip-flop to primary output
- Distinct cells, synth: 2
- Setup Fix Bufs, Post-CTS: 0
- Residual antenna-violating net count after detailed routing: 0
- Worst path arrival time: 0.92 ns
- Inserted Clock Buffers: 17
- Leak: 3.25 nW
- Switching power: 2.78 mW
- Failing checks: negative setup slack
- Clock sink count: 144
- Core area: 30700 um2
- Final TNS setup: -12.50 ns
- # Max-Cap Violations: 0
- Largest delay share family, worst path: flip-flops
- Worst-path clk slew: 0.06 ns
- PwrDens: ~2000 nW/um2
- Final setup margin: -0.124 ns
- Crit path to: PC4o3[14]
- Hold WC Path Type: input port to async pin
- Clock power share: 0.483
- Fillers: roughly 3300
- Least-Margin Pin Slew: 0.193 ns
- Post-place setup slack: -0.0827 ns
- Mi-comb count: 0
- Stages on worst setup path: 1
- GRT overflow: 0
- Tool warning count: 28
- Post-route insts no fill: 883
- I/O pins: 290
- Crit. End Element: primary output
- Yosys cell count: 145
- Buf/Inv on CP: 1
- Min Tclk post-route: between 1 and 1.5 ns
- Mean Syn Cell Area: 24.9 um2
- Crit path from: PC4o3[14]
- Synthesis area per yosys: around 3600 um2
- Vias per inst: roughly 2.8
- Vias: about 2500
- Power, Total: 14.0 mW
[layout make-up]
type                    count  area (um2)  share of cell area
flip-flops and latches    144        3600               0.504
repair buffers            310        2420               0.338
well taps                 396         495              0.0692
clock buffers              22         474              0.0663
inverters                   1        7.51             0.00105
clock inverters            10         158              0.0220
[flip-flops by register name, indices dropped and copies added, names as in the netlist]
name / flops
MSelo3: 3
MRo3: 1
ALUReslto3: 64
RFWro3: 1
DMWro3: 1
RDsto3: 5
PC4o3: 32
MDIVo3: 1
RD2o3: 32
WDSelo3: 2
BSelo3: 2
[cell usage after synthesis]
master     n  area (um2)
inv_1      1        3.75
dfrtp_1  144        3600
[timing repair]
item,in CTS,in global routing
hold endpoints to repair,0,0
endpoints found under the setup margin,144,144
pin swaps,0,0
gates resized,468,0
[through the flow]
stage,utilization,area (um2)
2_1_floorplan,-,3610
3_3_place_gp,0.235,7220
3_5_place_dp,0.235,7220
4_1_cts,0.233,7160
5_1_grt,0.233,7160
6_report,0.233,7160
[how the worst min path moves through the flow]
stage,slack (ns),endpoint,cells after the start
CTS,0.15,RD2o3[2],3
global route,0.16,RD2o3[2],3
finish,0.17,RD2o3[2],3
[cell families (layout without fill, tap and decap cells)]
logic type             after synthesis  in the layout  share of synthesized area
DFF                                144            144                      0.999
buffers and inverters                1            343                    0.00104
[layer usage]
metal / wire (um) / global-route usage
met1: 4770 / 0.0744
met2: 6600 / 0.112
met3: 1860 / 0.0432
met4: 169 / 0.00940
met5: 0 / 0
[cells in the final DEF, fill, tap and decap left out]
master           count
buf_6                4
dfrtp_1            144
buf_4               16
buf_2              140
clkbuf_1             2
clkinvlp_4           4
buf_12               5
clkinv_2             3
clkbuf_8             3
bufinv_16            4
clkbuf_16           17
clkdlybuf4s50_1    145
[power by group through the flow]
stage | Sequential [mW] | Combinational, mW | Clock [mW]
CTS | 6.19 | 1.11 | 7.07
global route | 6.21 | 1.17 | 7.33
finish | 6.18 | 1.06 | 6.78
Power is estimated from default activity; no workload was simulated.
